[flow/constraint.sdc]
current_design top

set clk_period 6.5
set clk_io_pct 0.2

create_clock -name clk0 -period $clk_period [get_ports {clk}]

set non_clock_inputs [all_inputs -no_clocks]
set_input_delay [expr $clk_period * $clk_io_pct] -clock clk0 $non_clock_inputs
set_output_delay [expr $clk_period * $clk_io_pct] -clock clk0 [all_outputs]
[flow/config.mk]
export PLATFORM = sky130hd
export DESIGN_NAME = top
export DESIGN_NICKNAME = top
export VERILOG_FILES = /design/flow/design.v
export SDC_FILE = /design/flow/constraint.sdc
export NUM_CORES = 4
export LEC_CHECK = 1
export CORE_UTILIZATION = 40
[flow/run.sh]
#!/bin/bash
# OpenROAD 26Q1-2900-gdf79404cd8, Yosys 0.63+post, stock flow scripts
make -C /OpenROAD-flow-scripts/flow DESIGN_CONFIG=/design/flow/config.mk WORK_HOME=/design/flow/orfs finish
[flow/design.v]
 module spi_master(
input clk, newd,rst,
input [11:0] din, 
output reg sclk,cs,mosi
    );
  typedef enum bit [1:0] {idle = 2'b00, enable = 2'b01, send = 2'b10, comp = 2'b11 } state_type;
  state_type state = idle;
  int countc = 0;
  int count = 0;
 always@(posedge clk)
  begin
    if(rst == 1'b1) begin
      countc <= 0;
      sclk <= 1'b0;
    end
    else begin 
      if(countc < 10 )
          countc <= countc + 1;
      else
          begin
          countc <= 0;
          sclk <= ~sclk;
          end
    end
  end
    reg [11:0] temp;
  always@(posedge sclk)
  begin
    if(rst == 1'b1) begin
      cs <= 1'b1; 
      mosi <= 1'b0;
    end
    else begin
     case(state)
         idle:
             begin
               if(newd == 1'b1) begin
                 state <= send;
                 temp <= din; 
                 cs <= 1'b0;
               end
               else begin
                 state <= idle;
                 temp <= 8'h00;
               end
             end
       send : begin
         if(count <= 11) begin
           mosi <= temp[count];  
           count <= count + 1;
         end
         else
             begin
               count <= 0;
               state <= idle;
               cs <= 1'b1;
               mosi <= 1'b0;
             end
       end
      default : state <= idle; 
   endcase
  end 
 end
endmodule
module spi_slave (
input sclk, cs, mosi,
output [11:0] dout,
output reg done
);
typedef enum bit {detect_start = 1'b0, read_data = 1'b1} state_type;
state_type state = detect_start;
reg [11:0] temp = 12'h000;
int count = 0;
always@(posedge sclk)
begin
case(state)
detect_start: 
begin
done   <= 1'b0;
if(cs == 1'b0)
 state <= read_data;
 else
 state <= detect_start;
end
read_data : begin
if(count <= 11)
 begin
 count <= count + 1;
 temp  <= { mosi, temp[11:1]};
 end
 else
 begin
 count <= 0;
 done <= 1'b1;
 state <= detect_start;
 end
end
endcase
end
assign dout = temp;
endmodule
module top (
input clk, rst, newd,
input [11:0] din,
output [11:0] dout,
output done
);
wire sclk, cs, mosi;
spi_master m1 (clk, newd, rst, din, sclk, cs, mosi);
spi_slave s1  (sclk, cs, mosi, dout, done);
endmodule
==> ci_impl_report.md <==
## Implementation flow summary

| Metric | Value |
|---|---|
| Max cap viols | 0 |
| Count of library flops with an enable pin | approximately 90 |
| Vias in the first global route | 4101 |
| Slowest-stage cell, CP | clkdlybuf4s50_1 |
| Max Root-Sink Buffers | 2 |
| DRC viols | 0 |
| H-tree levels | 2 |
| CTS resizes | 0 |
| Count of unclocked register or latch pins | 93 |
| DRT Pass-1 Iters | 4 |
| DR vias/cell | 5.25 |
| Yosys cell types | 47 |
| Total power divided by cell area | 67.2 mW/mm^2 |
| P&R area growth vs syn | 10.2% |
| Cell type with the largest total area | edfxtp_1 |
| Post-synth area hogs | edfxtp_1, dfxtp_1, xor2_1 |
| Largest net degree at the start of global routing | 94 |
| Final Hold Fails | 0 |
| Chip Width | 127 um |
| Flop pwr share | 45.7% |
| Placed Instance Area | 0.00676 sq mm |
| Hold buffers post-CTS | 0 |
| Cells after DPL | just over 800 |
| Max-area cell share | 43.1% |
| Max Freq | 437 MHz |
| WP buf/inv | 2 |
| Setup ws final | 4.21 ns |
| Worst-path fanout max | 32 |
| Final ANT Viol Nets | 0 |
| Endpoints failing setup | 0 |
| Synthesis warning total | 2 |
| WL/cell | 13.4 um |
| Clk root buf | clkbuf_16 |
| Min-delay worst type | register to register |
| Max incr delay on CP | roughly 0.59 ns |
| Grt ovf | 0 |
| Fraction of layout cells with a size suffix above 1 | 6.46% |
| Worst vdd ir | 0.165 mV |
| Die Y | 127 um |
| Yosys Instances | 583 |
| Diodes inserted | 0 |
| Inserted Clock Buffers | 5 |
| Worst path arrival time | about 2.4 ns |
| Non-Filler Instances | 815 |
| Tool warnings | 25 |
| Starting DRT DRC Count | around 250 |
| RSZ-0062 raised after global routing | false |
| Switching pwr | between 0.09 and 0.1 mW |
| Pleak | about 2.2 nW |
| Final TNS setup | 0 ns |
| Critical path class | input port to register |
| Crit-path cells | clkdlybuf4s50_1 > nand2b_1 > buf_4 > nor2_1 |
| CTS tree | yes |
| Minimum clock period | 2.29 ns |
| Setup bufs post-CTS | 0 |
| Primary FF master, synth | edfxtp_1 |
| Crit path capture type | register |
| Dpl ws | 3.91 ns |
| Global-route wire length before repair | 19200 um |
| Yosys stat area | 0.00626 sq mm |
| Via count | 4282 |
| Global placer's final weighted congestion | 0.877 |
| GRT Util Overall | 14.9% |
| CTS clock-pin slew for the worst setup and hold paths | 0.05 ns |
| Asr flop ratio synth | 0% |
| Core region area | 0.0153 sq mm |
| Initial antenna violation count | 0 |
| Avg Inst Size Synth | 10.7 sq um |
| Worst slew pin tran | 0.818 ns |
| Fillcell total | 1392 |
| Startpoint types | input port |
| CP required | between 6 and 7 ns |
| I/O Buffers | 27 |
| Initial cell density of the core | ~41% |
| CP delay by family, top | buffers and inverters |
| Die area | between 0.015 and 0.02 sq mm |
| Slew headroom | 45.5% |
| Combinational Power Share | approximately 5.2% |
| Worst Skew | 0.00420 ns |
| Mapped Area | 0.00626 sq mm |
| Sw Ratio | 19.6% |
| Sequential share of the synthesized area | 54.6% |
| Outcome | finished, final reports clean |
| Slew Limit Fails | 0 |
| Crit share post-route | 35.2% |
| Power Internal | 0.373 mW |
| I/O pin cnt | 28 |
| Clock latency (worst-skew pair) | 0.27 ns |
| Finished Cell Area | a little under 0.007 sq mm |
| Row cnt | 45 |
| Post-Route WL | 10900 um |
| Endpoints left unconstrained | 196 |
| Power share of the clock group | 49.0% |
| Post-synth regs | 126 |
| DPL Wire Length | 7580 um |
| Post-Synthesis Cells | 583 |
## per-stage QoR
step	util, %	hold WS (ns)	power, mW
6_report	45.3	0.452	0.464
3_5_place_dp	44.3	0.448	0.241
3_3_place_gp	44.3	0.430	0.240
2_1_floorplan	-	0.418	0.228
4_1_cts	45.3	0.456	0.466
5_1_grt	45.3	0.510	0.480
## synth_stat cells (2+ instances only)
| library cell | number |
|---|---|
| nand4_2 | 4 |
| or4_1 | 3 |
| clkbuf_1 | 12 |
| nor2_1 | 104 |
| a31oi_1 | 2 |
| mux4_2 | 3 |
| inv_1 | 16 |
| buf_4 | 4 |
| ha_1 | 3 |
| o21ai_0 | 8 |
| nor4_4 | 3 |
| and2_1 | 15 |
| nor2b_1 | 4 |
| a21oi_1 | 11 |
| and3_1 | 11 |
| xnor2_1 | 34 |
| o31ai_1 | 4 |
| edfxtp_1 | 90 |
| or3_1 | 6 |
| nand4_1 | 28 |
| dfxtp_1 | 36 |
| buf_1 | 2 |
| nor4_1 | 26 |
| nand4_4 | 2 |
| xor2_1 | 46 |
| nand3_1 | 36 |
| and4_1 | 9 |
| or4_4 | 2 |
| nor3_1 | 12 |
| nand2_1 | 29 |
| buf_2 | 2 |
## power by group through the flow
stage | Clock [mW] | Combinational (mW) | Sequential [mW]
4_1_cts | 0.229 | 0.0249 | 0.212
5_1_grt | 0.240 | 0.0274 | 0.212
6_report | 0.227 | 0.0242 | 0.212
## worst paths after layout
check	slack [ns]	depth (start not counted)	start	end
worst max register to register	4.60	5	m1.countc[3]	m1.countc[31]
worst max-delay path	4.21	4	rst	m1.countc[29]
worst min register to register	0.45	1	m1.countc[0]	m1.countc[0]
worst min-delay path	0.45	1	m1.countc[0]	m1.countc[0]
## cell usage in the layout, fill, tap and decap left out, types with 3 or more instances in the layout
master	synthesis	final
and3_1	11	11
nor4_4	3	3
nor2_1	104	102
ha_1	3	3
mux4_2	3	3
buf_4	4	8
edfxtp_1	90	90
a21oi_1	11	11
nand4_2	4	4
o21ai_0	8	8
nand2_1	29	29
and2_1	15	15
clkbuf_16	0	5
or4_1	3	3
nand3_1	36	36
xor2_1	46	46
o31ai_1	4	4
or3_1	6	6
xnor2_1	34	34
nor3_1	12	12
inv_1	16	16
clkdlybuf4s50_1	0	27
nor4_1	26	26
dfxtp_1	36	35
nor2_2	1	3
nand4_1	28	28
nor2b_1	4	3
and4_1	9	9
## area by class of cell
cell class	count	area, sq um	area share, %
Tap cell	211	264	3.82
Sequential cell	126	3420	49.6
Clock buffer	7	143	2.07
Multi-Input combinational cell	420	2690	38.9
Timing Repair Buffer	35	330	4.78
Inverter	16	60.1	0.870
## registers in the layout, indices dropped and copies added (netlist names)
name and count:
m1.count 32, m1.countc 32, m1.cs 1, m1.mosi 1
m1.sclk 1, m1.state 1, m1.temp 12, s1.count 32
s1.done 1, s1.state 1, s1.temp 12
## routing by layer
layer	track usage [%]	vias to the layer above	part of all wire (%)
met3	2.30	7	3.8
met2	22.6	90	43
li1	-	2146	-
met1	25.3	2039	52
met4	0.840	0	0.54
met5	0	-	0
## cells by family after synthesis
logic type	after synthesis	synth area share [%]
AND-OR/OR-AND	30	2.84
XOR/XNOR	80	11.2
adder cells (fa/ha/maj)	3	0.599
buffers and inverters	37	2.62
flip-flops	126	54.6
multiplexers	4	1.24
AND/OR/NAND/NOR	303	26.9
Power is estimated from default activity; no workload was simulated.
